$ cat run.sh
#!/bin/bash
# OpenROAD 26Q1-2900-gdf79404cd8, Yosys 0.63+post, stock flow scripts
make -C /OpenROAD-flow-scripts/flow DESIGN_CONFIG=/design/flow/config.mk WORK_HOME=/design/flow/orfs finish
$ cat config.mk
export PLATFORM = sky130hd
export DESIGN_NAME = counter
export DESIGN_NICKNAME = counter
export VERILOG_FILES = /design/flow/design.v
export SDC_FILE = /design/flow/constraint.sdc
export NUM_CORES = 4
export LEC_CHECK = 1
export CORE_AREA = 10 10 70 70
export DIE_AREA = 0 0 80 80
$ cat constraint.sdc
current_design counter

set clk_period 1.0
set clk_io_pct 0.2

create_clock -name clk0 -period $clk_period [get_ports {CLK}]

set non_clock_inputs [all_inputs -no_clocks]
set_input_delay [expr $clk_period * $clk_io_pct] -clock clk0 $non_clock_inputs
set_output_delay [expr $clk_period * $clk_io_pct] -clock clk0 [all_outputs]
$ cat design.v
module counter(CO,EF,FF,UP,DOWN,CLK,MR);
input UP,DOWN,CLK,MR ;
parameter H=3'b000,G=3'b001,F=3'b010,E=3'b011,D=3'b100,C=3'b101,B=3'b110,A=3'b111 ;
reg[3:0] CS ;reg[3:0] NS ;
output reg[2:0] CO ;
output reg EF,FF ;
initial
begin 
CS = H ;
CO = 0;
EF = 1 ;
FF = 0 ;
end
always@(UP,DOWN)
begin 
case(CS)
A:if(UP)begin NS = A ;end
else if(DOWN)begin NS = B ; end
B: if(UP)begin NS = A ;end
else if(DOWN)begin NS = C ; end
C: if(UP)begin NS = B ;end
else if(DOWN)begin NS <= D ; end
D: if(UP)begin NS = C ;end
else if(DOWN)begin NS = E ; end
E: if(UP)begin NS = D ;end
else if(DOWN)begin NS <= F ; end
F: if(UP)begin NS = E ;end
else if(DOWN)begin NS = G ; end
G: if(UP)begin NS = F ;end
else if(DOWN)begin NS = H ; end
H: if(UP)begin NS = G ;end
else if(DOWN)begin NS = H ; end
endcase 
end
always@(posedge CLK)
begin
if (MR==0)begin CS <= NS ; 
 end
else begin  CS =H ;
EF = 1 ; FF = 0 ;
 end
case(CS)
A:begin
 CO = 7 ;
  end 
B:begin  CO = 6 ;
 end 
C: begin  CO = 5 ;
 end  
D: begin  CO = 4 ;
end  
E:begin  CO = 3 ;
end 
F:begin  CO = 2 ;
  end 
G:begin CO = 1 ; end  
H: begin  CO = 0 ;
 end
endcase 
if(CO == 0)begin EF = 1 ; end
	else begin EF = 0 ; end
	if(CO == 7)begin FF = 1 ; end
	else begin FF = 0 ; end
end
endmodule 
==> CHANGELOG.md <==
## Implementation

* Status: finished clean
* Clk pin slew, worst setup/hold paths at 40 ps
* Total GRT Usage at 0.0207
* Psw at 103 uW
* Internal power at 408 uW
* FP Util at 0.0923
* CTS tree: built
* Register pins left without a clock at 3
* First-pass DRT Iterations at 3
* Mapped Area at approximately 320 um^2
* Max_cap viols at 0
* CTS max path bufs at 2
* Cts bufs inserted at 3
* Final GP Congestion at 0.656
* Worst Hold Class: in -> reg
* Kind of critical path: reg -> out
* Cells after Synth at 34
* First-pass GRT wire length at 1.07 mm
* Family with the most delay on the worst path: flip-flops
* Max frequency at 1030 MHz
* Clock root buffer: clkbuf_4
* Fill count at 390
* Htree depth at 1
* Total number of vias at 251
* Number of port buffers at 8
* Drt total wl at 639 um
* Peak VDD IR at 0.000145 V
* Hold Path Cell Cnt at 2
* Critical Path Slowest Stage Cell: dfxtp_2
* GRT Max-Usage Layer: met1
* Reg area at 168 um^2
* Final setup fails at 0
* Fin crit share at 0.973
* Chip width at 80 um
* Sequential fraction of design power at 0.493
* Minimum clock period after layout at ~970 ps
* Initial antenna violation count at 0
* PD cells at 1070 mW/mm^2
* Crit start category: register
* Critical Path Sink Type: primary output
* Chip area at 0.00640 mm^2
* Gr ovfl total at 0
* Endpoints failing hold at 0
* Clock Power Share at 0.429
* Synth Warn # at 1
* Net Sw Frac at 0.202
* Hold wc startpoint: MR
* Slew HR at 0.796
* Core area at 0.00342 mm^2
* Grt met3 use at 0.0125
* Vias per cell at 2.73
* Worst path required time at around 800 ps
* Tool warnings at 25
* Crit path buf inv count at 1
* Distinct cells, synth at 17
* Routed Antenna Nets at 0
* Maximum fanout along the worst path at 2
* Met2 usage at 0.0241
* P_leak at 0.000194 uW
* Top-level I/O count at 9
* Avg Inst Size Synth at just over 9 um^2
* Setup TNS at 0 ps
* DRC at 0
* Yosys Instances at 34
* Comb power frac at 0.078
* Crit path DAT at 770 ps
* Max-slew violations at 0
* Syn-to-layout area delta at 51.2%
* Yosys Chip Area at 315 um^2
* RSZ-0062 raised after global routing: false
* Slowest cell delay on critical path at 310 ps
* Grt met1 use at 0.0304
* Logic area at ~120 um^2
* Largest net degree at the start of global routing at 10
* Endpoints left unconstrained at 3
* Initial DRC Count at 6
* Share of layout cells above drive strength 1 at 0.239
* Cell Chain, Critical Path: dlygate4sd2_1
* Worst Hold End: CS[2]
* Vias in the first global route at 256
* Number of diodes at 0
* Die Ht at 80 um
* Post-detail-place hpwl at 474 um
* Worst-Margin Slew at 305 ps
* Row cnt at 21
* Util after Layout at 0.140
* Wire length per cell at roughly 6.9 um
* Register bit total from synthesis at 9
[kinds of logic (layout without fill, tap and decap cells)]
group	after synthesis	count (layout)	synth area share
AND-OR/OR-AND	7	7	0.127
buffers and inverters	4	16	0.0952
flip-flops	6	6	0.381
latches	3	3	0.143
AND/OR/NAND/NOR	14	14	0.254
[power by group through the flow]
stage     registers [uW]  logic [uW]  clock network [uW]
5_1_grt              253        45.6                 239
6_report             252        39.9                 219
4_1_cts              252        40.1                 232
[sequential cells by signal, summed over array words and instances (netlist names)]
signal  flops
CO          2
EF          1
CS          2
FF          1
NS          3
[through the flow]
step	worst slack (ps)	cell area (um^2)	total power (uW)	std cells	hold slack (ps)
2_1_floorplan	269	315	276	34	272
3_3_place_gp	-98.4	449	297	88	836
3_5_place_dp	-104	449	297	88	837
4_1_cts	13.2	477	525	92	594
5_1_grt	6.47	477	537	92	650
6_report	26.8	477	512	92	613
[synthesized netlist by cell type]
| cell type | instances | area, um^2 |
|---|---|---|
| a21oi_1 | 1 | 5.00 |
| a31oi_1 | 1 | 6.26 |
| and3_1 | 1 | 6.26 |
| buf_4 | 2 | 15.0 |
| buf_6 | 1 | 11.3 |
| dfxtp_1 | 6 | 120 |
| dlxtn_1 | 3 | 45.0 |
| inv_1 | 1 | 3.75 |
| nand2_1 | 3 | 11.3 |
| nor2_1 | 3 | 11.3 |
| nor2b_1 | 4 | 25.0 |
| nor3_1 | 1 | 5.00 |
| nor4b_2 | 1 | 15.0 |
| o21ai_0 | 3 | 15.0 |
| o21ai_1 | 1 | 5.00 |
| o2bb2ai_1 | 1 | 8.76 |
| or2_2 | 1 | 6.26 |
[layout by cell type (no fill, tap or decap)]
cell | synthesis | final
clkbuf_4 | 0 | 3
clkdlybuf4s50_1 | 0 | 3
o2bb2ai_1 | 1 | 1
nor4b_2 | 1 | 1
nor3_1 | 1 | 1
buf_4 | 2 | 4
inv_1 | 1 | 1
nand2_1 | 3 | 3
dlxtn_1 | 3 | 3
dfxtp_2 | 0 | 2
clkdlybuf4s15_1 | 0 | 1
nor2_1 | 3 | 3
a31oi_1 | 1 | 1
dlygate4sd2_1 | 0 | 4
o21ai_0 | 3 | 3
nor2b_1 | 4 | 4
a21oi_1 | 1 | 1
dfxtp_1 | 6 | 4
o21ai_1 | 1 | 1
and3_1 | 1 | 1
or2_2 | 1 | 1
[cell type report]
class,count,share of cell area
sequential,9,0.352
multi-input combinational,21,0.252
timing repair buffer,12,0.220
tap,46,0.121
clock buffer,3,0.0472
inverter,1,0.00787
[repair_timing]
| item | in CTS | in global routing |
|---|---|---|
| hold buffers | 0 | 0 |
| buffers inserted | 1 | 0 |
| resized | 8 | 0 |
| endpoints found under the setup margin | 5 | 0 |
[per-layer routing]
metal / wire length [um] / vias to the layer above
met2: 190 / 9
li1: - / 136
met3: 102 / 0
met1: 346 / 106
met5: 0 / -
met4: 0 / 0
[how the worst max path moves through the flow]
stage / start / end / slack (ps) / depth (start not counted)
after CTS: CS[1] / CO[1] / 10 / 1
after global routing: CS[1] / CO[1] / 6 / 1
final: CS[1] / CO[1] / 30 / 1
Power is estimated from default activity; no workload was simulated.
